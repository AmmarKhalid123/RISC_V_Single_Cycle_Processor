[flow/constraint.sdc]
current_design ALU_64_bit

set clk_period 29.0
set clk_io_pct 0.2

create_clock -name clk0 -period $clk_period

set non_clock_inputs [all_inputs -no_clocks]
set_input_delay [expr $clk_period * $clk_io_pct] -clock clk0 $non_clock_inputs
set_output_delay [expr $clk_period * $clk_io_pct] -clock clk0 [all_outputs]
[flow/run.sh]
#!/bin/bash
# OpenROAD 26Q1-2900-gdf79404cd8, Yosys 0.63+post, stock flow scripts
make -C /OpenROAD-flow-scripts/flow DESIGN_CONFIG=/design/flow/config.mk WORK_HOME=/design/flow/orfs finish
[flow/config.mk]
export PLATFORM = sky130hd
export DESIGN_NAME = ALU_64_bit
export DESIGN_NICKNAME = ALU_64_bit
export VERILOG_FILES = /design/flow/design.v
export SDC_FILE = /design/flow/constraint.sdc
export NUM_CORES = 4
export LEC_CHECK = 1
export CORE_UTILIZATION = 40
[flow/design.v]
module ALU_64_bit
(
  input [63:0] a,
  input [63:0] b,
  input [3:0] ALUOp,
  output reg [63:0] Result,
  output reg Zero
);
always @(*)
    begin
    case({ALUOp})
        4'h0 : Result <= a & b;
        4'h1 : Result <= a | b;
        4'h2 : Result <= a + b;
        4'h6 : Result <= a - b;
	4'h3 : Result <= a - b;
	4'h4 : Result <= a << b;
	4'h7 : Result <= (a < b) ? 1 : 0;  
        default : Result <= ~(a | b);
     endcase
	case(ALUOp)
		4'h6 : Zero = Result?0:1;
		4'h3 : Zero = Result?1:0;
		4'h7 : Zero = Result;
        endcase
    end
endmodule
==> notes.md <==
impl run done, here's what came out: outcome finished clean, global routing met2 resource utilization 0.6257, number of unconstrained endpoints 2, quantity of I/O buffers inserted on ports 197, cell area after layout 0.01922 sq mm, placeable core area 0.04111 sq mm, global-route usage over all layers 0.4293, setup bufs post-CTS 0, critical path required time 23.20 ns, cell count after synthesis 2556, wire length of the first global-routing pass 136600 um, Switch Pwr 0.2639 mW, detail-routed net length per standard cell 29.42 um, Power per Cell Area 21.56 mW/mm^2, pin count of the biggest net entering global routing 75, arrival time worst endpoint 11.79 ns, unrepaired setup endpoints after global routing false, actual transition at the worst max-transition pin 1.026 ns, cell taking the most area after synthesis ha_1, first-pass iteration count of the detailed router 17, period utilisation layout 0.6066, vias in the first global route 20350, share of layout cells above drive strength 1 0.06755, MaxCap Viol Count 0, Routed Antenna Nets 0, die span in y 207.1 um, top_reg_cell synth dlxtn_1, overall chip area 0.04288 sq mm, Max IR drop VDD 15.75 uV, number of antenna violations at the first check in global routing 10, top cell type's share of synthesized area 0.1636, Post-Synthesis Cell Area 0.01682 sq mm, relative slew slack 0.3085, count of cell types in the netlist 97, syn avg cell area 6.582 sq um, number of primary I/O pins 197, DR DRC count 0, top cells by area, synth ha_1, a21oi_1, nor2_1, nand2_1, mux2i_1, number of OpenROAD warnings 188, total half-perimeter wirelength after legalization and detailed placement 74270 um, fraction of the core area occupied by cells at floorplan 0.4092, number of register pins that no clock reaches 1, min Tclk post-route 17.59 ns, instance count along the most critical hold path 4, class of the most critical setup path in2out, final hold vios 0, switching share of total power 0.6367, hold bufs inserted after CTS 0, grt ovf 0, number of gates given a new drive strength after cts 0, DP Area 0.01921 sq mm, kind of launch point of the worst setup path input pin, yosys stat chip area 0.01682 sq mm, FF+latch count, synth 1, yosys cell count 2556, Yosys warnings 1, violation count after the first detailed-routing iteration 2275, Synth top cells by count nor2_1, a21oi_1, nand2_1, setup violators final 0, Largest register FFs 1, count leader, synth nor2_1, origin of the worst min-delay path b[2], number of enable flip-flop cells 0, Max Clk Rate 56.85 MHz, width of the chip 207.1 um, Crit Path Max Fanout 23, number of cell rows 74, RePlAce Congestion 1.102, Global Route met1 Usage 0.5913, final wirelength 93280 um, synth-to-layout area growth 14.27%, fraction of met3 tracks used by global routing 0.1250, final tally of max-slew violations 0, via density per instance 6.847, post-synthesis async set-or-reset flop share 0, DR vias 21710, class of the most critical hold timing path in2out, Worst Setup End Kind output port, grt peak-use layer met2, leakage dissipation 7.910 nW, WHS Endpoint Result[2], cell internal pwr 0.1505 mW, final total negative setup slack 0 ns
worst max path at each step:
stage	start	to	slack, ns
4_1_cts	b[5]	Result[62]	11.67
5_1_grt	b[5]	Result[62]	11.30
6_report	b[5]	Result[62]	11.41
logic make-up (layout without fill, tap and decap cells):
| kind of cell | count (synthesis) | in the layout | share of synthesized area |
|---|---|---|---|
| fa+ha+maj | 222 | 222 | 0.1660 |
| xor+xnor | 37 | 37 | 0.01926 |
| latches | 1 | 1 | 0.0008923 |
| simple gates | 822 | 822 | 0.2296 |
| mux | 147 | 147 | 0.1157 |
| buf+inv | 382 | 461 | 0.08828 |
| compound gates | 945 | 945 | 0.3802 |
| other cells | 0 | 4 | 0 |
layout make-up:
class,instances,area (sq um)
Inverter,206,773.2
Timing Repair Buffer,255,2392
Fill cell,4212,21890
Multi-Input combinational cell,2173,15370
Tap cell,532,665.6
Sequential cell,1,15.01
Antenna cell,4,10.01
metal layers:
| metal | vias up | share of wire |
|---|---|---|
| met5 | - | 0.0011 |
| li1 | 9734 | - |
| met3 | 257 | 0.12 |
| met4 | 14 | 0.051 |
| met2 | 1421 | 0.42 |
| met1 | 10290 | 0.41 |
critical path, cell delays in order:
cell and delay [ns]:
clkdlybuf4s50_1 0.46, buf_4 0.27, inv_1 0.21, ha_1 0.51
o211ai_1 0.17, o211ai_1 0.43, a31oi_1 0.40, a21oi_1 0.43
o21ai_1 0.29, o41a_1 0.60, o31a_1 0.43, o31ai_1 0.60
a211oi_1 0.16, nor2_1 0.18, nand4_1 0.11, o41ai_1 0.10
or2_2 0.18, clkdlybuf4s50_1 0.45
stage by stage:
step | hold slack, ns | power, mW | util | worst slack (ns) | std cells
floorplan | 11.81 | 0.2365 | - | 12.37 | 2556
global placement | 12.71 | 0.3991 | 0.4673 | 11.73 | 3167
detailed placement | 12.73 | 0.3972 | 0.4673 | 11.69 | 3167
CTS | 12.73 | 0.3995 | 0.4673 | 11.67 | 3167
global route | 12.77 | 0.4380 | 0.4673 | 11.30 | 3167
finish | 12.75 | 0.4144 | 0.4676 | 11.41 | 3171
cell usage in the layout (no fill, tap or decap), types with 10 or more instances in the layout:
cell type        instances
a211o_1                 17
nor3_1                  66
buf_4                   60
ha_1                   220
o21a_1                  25
nor4_1                  44
xnor2_1                 36
a211oi_1                56
nor2_1                 262
o22ai_1                 14
a31oi_1                 34
mux2_2                  28
o21bai_1                33
inv_1                  204
clkdlybuf4s50_1        193
mux4_2                  35
o2111ai_1               16
o31ai_1                 38
nand4_1                 34
o221ai_1                19
o211a_1                 10
mux2i_1                 82
a21o_1                  32
a221oi_1                26
nand2b_1                20
a2111oi_0               11
and2_1                  12
a221o_1                 10
a21oi_1                258
nand3_1                 57
o211ai_1                56
nand2_1                226
o21ai_0                150
and3_1                  10
or3_1                   19
nor2b_1                 20
power groups by stage:
stage / logic, mW / registers, mW / clock network, mW
5_1_grt: 0.438 / 0.000130 / 0
4_1_cts: 0.399 / 0.000129 / 0
No activity file was given, so power comes from the tool's default toggle rates.
