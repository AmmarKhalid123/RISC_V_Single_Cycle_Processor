--- flow/config.mk ---
export PLATFORM = sky130hd
export DESIGN_NAME = Instruction_Memory
export DESIGN_NICKNAME = Instruction_Memory
export VERILOG_FILES = /design/flow/design.v
export SDC_FILE = /design/flow/constraint.sdc
export NUM_CORES = 4
export LEC_CHECK = 1
export CORE_UTILIZATION = 40
--- flow/constraint.sdc ---
current_design Instruction_Memory

set clk_period 4.3
set clk_io_pct 0.2

create_clock -name clk0 -period $clk_period

set non_clock_inputs [all_inputs -no_clocks]
set_input_delay [expr $clk_period * $clk_io_pct] -clock clk0 $non_clock_inputs
set_output_delay [expr $clk_period * $clk_io_pct] -clock clk0 [all_outputs]
--- flow/design.v ---
module Instruction_Memory
(
  input [63:0]Instr_Addr,
  output reg [31:0]Instruction
);
reg [7:0]regs[95:0];
initial
begin
regs[0] = 8'b00010011; 
regs[1] = 8'b00001011; 
regs[2] = 8'b00000000; 
regs[3] = 8'b00000000; 
regs[4] = 8'b00010011; 
regs[5] = 8'b00000101; 
regs[6] = 8'b01010000; 
regs[7] = 8'b00000000; 
regs[8] = 8'b00010011; 
regs[9] = 8'b00000001; 
regs[10] = 8'b00000000; 
regs[11] = 8'b00000000; 
regs[12] = 8'b10010011; 
regs[13] = 8'b00000001; 
regs[14] = 8'b00000000; 
regs[15] = 8'b00000000; 
regs[16] = 8'b10110011; 
regs[17] = 8'b00001011; 
regs[18] = 8'b01100000; 
regs[19] = 8'b00000001; 
regs[20] = 8'b01100011; 
regs[21] = 8'b00000110; 
regs[22] = 8'b10101011; 
regs[23] = 8'b00000100; 
regs[24] = 8'b00000011; 
regs[25] = 8'b00110011; 
regs[26] = 8'b00000001; 
regs[27] = 8'b00000000; 
regs[28] = 8'b00000011; 
regs[29] = 8'b10110010; 
regs[30] = 8'b00000001; 
regs[31] = 8'b00000000;
regs[32] = 8'b01100011; 
regs[33] = 8'b01001110; 
regs[34] = 8'b01000011; 
regs[35] = 8'b00000000; 
regs[36] = 8'b10010011; 
regs[37] = 8'b10001011; 
regs[38] = 8'b00011011; 
regs[39] = 8'b00000000; 
regs[40] = 8'b00010011; 
regs[41] = 8'b00010001; 
regs[42] = 8'b00111011; 
regs[43] = 8'b00000000; 
regs[44] = 8'b10010011; 
regs[45] = 8'b10010001; 
regs[46] = 8'b00111011; 
regs[47] = 8'b00000000; 
regs[48] = 8'b11100011; 
regs[49] = 8'b10010100; 
regs[50] = 8'b10101011; 
regs[51] = 8'b11111110; 
regs[52] = 8'b00010011; 
regs[53] = 8'b00001011; 
regs[54] = 8'b00011011; 
regs[55] = 8'b00000000; 
regs[56] = 8'b11100011; 
regs[57] = 8'b10001100; 
regs[58] = 8'b10101011; 
regs[59] = 8'b11111100; 
regs[60] = 8'b10110011; 
regs[61] = 8'b00000010; 
regs[62] = 8'b01100000; 
regs[63] = 8'b00000000; 
regs[64] = 8'b00100011; 
regs[65] = 8'b00110000; 
regs[66] = 8'b01000001; 
regs[67] = 8'b00000000; 
regs[68] = 8'b00100011; 
regs[69] = 8'b10110000; 
regs[70] = 8'b01010001; 
regs[71] = 8'b00000000;
regs[72] = 8'b10010011; 
regs[73] = 8'b10001011; 
regs[74] = 8'b00011011; 
regs[75] = 8'b00000000;
regs[76] = 8'b00010011; 
regs[77] = 8'b00010001; 
regs[78] = 8'b00111011; 
regs[79] = 8'b00000000;
regs[80] = 8'b10010011; 
regs[81] = 8'b10010001; 
regs[82] = 8'b00111011; 
regs[83] = 8'b00000000;
regs[84] = 8'b11100011; 
regs[85] = 8'b10010010; 
regs[86] = 8'b10101011; 
regs[87] = 8'b11111100;
regs[88] = 8'b00010011; 
regs[89] = 8'b00001011; 
regs[90] = 8'b00011011; 
regs[91] = 8'b00000000;
regs[92] = 8'b11100011; 
regs[93] = 8'b10001010; 
regs[94] = 8'b10101011; 
regs[95] = 8'b11111010;
end
always @ (Instr_Addr)
begin
  Instruction = {regs[Instr_Addr + 2'b11], regs[Instr_Addr + 2'b10], regs[Instr_Addr + 1'b1], regs[Instr_Addr]};
end
endmodule
--- flow/run.sh ---
#!/bin/bash
# OpenROAD 26Q1-2900-gdf79404cd8, Yosys 0.63+post, stock flow scripts
make -C /OpenROAD-flow-scripts/flow DESIGN_CONFIG=/design/flow/config.mk WORK_HOME=/design/flow/orfs finish
==> flow_metrics.tcl <==
# collected from the flow reports
set metrics [dict create \
    p_leak_nw 2.59 \
    fin_crit_ps 4200 \
    seqCellArea_um2 0 \
    coreArea_um2 11600 \
    drive_above_1_share_pct 27.1 \
    dp_slack_ps -425 \
    required_ps 3440 \
    grt_overflow 0 \
    dpl_cell_area_um2 6330 \
    grt_pass1_vias 5764 \
    hold_class "in2out" \
    outcome "finished clean" \
    grtUsageTotal_pct 31.0 \
    worst-path-max-fanout 7 \
    syn_avg_cell_area_um2 6.47 \
    synthCells 752 \
    setup_slack_ps 99.1 \
    antenna_found_initial 0 \
    slew_headroom_pct 51.1 \
    ys_warn_count 1 \
    avgViaCountPerCell 6.43 \
    final_area_um2 6500 \
    ir_drop_uv 79.8 \
    drtAntennaViolNets 0 \
    io_buffers 39 \
    seq_cells 0 \
    wl_um 19600 \
    setup_viol 0 \
    drtIter0Drc 784 \
    end_kind "output port" \
    worstMarginPinSlew_ps 715 \
    critPathArrivalTime_ps 3340 \
    nClkBuffers 0 \
    grt_max_degree 46 \
    ctsHoldBuffers 0 \
    diodes 0 \
    fillerInstances 1100 \
    fin_crit_sh_pct 97.7 \
    synth_area_um2 4860 \
    wire_per_inst_um 19.2 \
    num_io_pins 96 \
    grt_first_pass_wirelength_um 31100 \
    die_w_um 112 \
    slew_viol_final 0 \
    fp_util_pct 41.9 \
    num_rows 39 \
    crit_path_start_kind "input port" \
    fmaxAchievable_ghz 0.238 \
    syn_to_final_growth_pct 33.6 \
    hold_viol 0 \
    lay_top_count "buf_4" \
    maxCapViolCount 0 \
    tool_warnings 113 \
    synth.distinct_cells 80 \
    rsz0062_at_grt "true" \
    drt_first_pass_iters 16 \
    power-per-cell-area_nw_per_um2 147 \
    postSynthSeqShare_pct 0 \
    min_path_cells 5 \
    mi_logic_area_um2 4450 \
    hpwl_um 14500 \
    ys_area_um2 4860 \
    whs_ps 2720 \
    drc 0 \
    most-common-layout-cells "buf_4, nand2_1, a21oi_1, o21ai_0, nor2_1" \
    gp_congestion 0.967 \
    ys_cells 752 \
    dieArea_um2 12600 \
    vias 6567 \
    totalPowerFinal_mw 0.956 \
    die_h_um 112 \
    crit_type "in2out" \
]
-- cell usage after synthesis (8+ instances only) --
library cell  instances  area share, %
nand2_1              93            7.2
a21oi_1              75            7.7
o21ai_0              60            6.2
nor2_1               57            4.4
buf_2                38            3.9
clkbuf_1             36            2.8
ha_1                 29            7.5
a31oi_1              27            3.5
nand3_1              24            2.5
nor3_1               20            2.1
a211oi_1             18            2.8
mux2i_1              18            3.7
o211ai_1             15            2.3
inv_1                14            1.1
o22ai_1              13            1.7
o221ai_1             12            2.2
buf_6                 9            2.1
nor2b_1               9            1.2
a311oi_1              8            1.4
xnor2_2               8            2.7
-- worst paths after layout --
| path | start | end | slack, ps |
|---|---|---|---|
| setup / recovery | Instr_Addr[1] | Instruction[14] | 100 |
| hold / removal | Instr_Addr[0] | Instruction[18] | 2720 |
-- cells by family (layout without fill, tap and decap cells) --
family,Yosys count,count (layout),synth area share (%)
AOI/OAI and AO/OA,317,317,43.9
adders and majority gates,29,29,7.46
muxes,22,22,5.09
buffers and inverters,112,237,11.5
xor gates and xnor gates,22,23,7.66
and+or+nand+nor,250,250,24.4
-- what timing repair did --
action,CTS,global route
pin swaps,1,6
endpoints found under the setup margin,28,21
gates resized,9,27
buffers inserted,0,2
cloned,0,1
-- power by group --
| group | switching (mW) | leakage [nW] | total [mW] | internal (mW) |
|---|---|---|---|---|
| clock network | 0 | 0 | 0 | 0 |
| registers | 0 | 0 | 0 | 0 |
| logic | 0.501 | 2.59 | 0.956 | 0.455 |
| total | 0.501 | 2.59 | 0.956 | 0.455 |
-- through the flow --
stage	TNS, ps	instances	util [%]
final	0	1021	56.0
after global routing	-27.3	1021	56.0
after CTS	0	1018	54.6
after detailed placement	-6710	1018	54.5
after global placement	-6330	1018	54.5
after floorplan	0	752	-
-- routing by layer --
layer  GRT usage [%]  wire, um
met5               0         0
met4            7.56       458
met3            4.13      1970
met2            45.2      8490
met1            48.1      8700
-- critical path: stages --
cell	delay, ps
clkdlybuf4s15_2	250
buf_4	170
ha_1	170
inv_2	60
ha_4	300
clkinv_2	100
buf_4	170
or3_1	370
a31oi_1	180
a31oi_1	60
a21oi_1	150
clkdlybuf4s50_1	490
-- area by class of cell --
type                       count  area share (%)
inverter                      19            1.14
multi-input combinational    641            68.5
timing repair buffer         218            27.6
tap                          143            2.75
Power and IR drop assume default switching activity.
